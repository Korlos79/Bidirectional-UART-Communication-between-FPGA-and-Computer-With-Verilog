$ cat design/flow/design.v
module BaudRateGenerator #(
    parameter CLOCK_FREQ = 50000000,     
    parameter BAUD_RATE  = 9600          
)(
    input wire clk,
    input wire rst,
    output reg baud_tick
);
    localparam integer BAUD_DIVISOR = CLOCK_FREQ / BAUD_RATE;
    reg [$clog2(BAUD_DIVISOR)-1:0] counter;
    always @(posedge clk or negedge rst) begin
        if (!rst) begin
            counter <= 0;
            baud_tick <= 0;
        end else begin
            if (counter == BAUD_DIVISOR - 1) begin
                counter <= 0;
                baud_tick <= 1;
            end else begin
                counter <= counter + 1;
                baud_tick <= 0;
            end
        end
    end
endmodule
module DebouncePulse (
    input wire clk,
    input wire rst_n,
    input wire btn_raw,
    output reg pulse_out
);
    parameter DEBOUNCE_TIME = 50000;   
    reg [15:0] counter;
    reg btn_sync_0, btn_sync_1;
    reg btn_debounced;
    reg btn_prev;
    always @(posedge clk or negedge rst_n) begin
        if (!rst_n) begin
            btn_sync_0 <= 0;
            btn_sync_1 <= 0;
        end else begin
            btn_sync_1 <= btn_raw;
            btn_sync_0 <= btn_sync_1;
        end
    end
    always @(posedge clk or negedge rst_n) begin
        if (!rst_n) begin
            counter <= 0;
            btn_debounced <= 0;
        end else if (btn_sync_1 != btn_debounced) begin
            counter <= counter + 1;
            if (counter >= DEBOUNCE_TIME) begin
                btn_debounced <= btn_sync_1;
                counter <= 0;
            end
        end else begin
            counter <= 0;
        end
    end
    always @(posedge clk or negedge rst_n) begin
        if (!rst_n) begin
            pulse_out <= 0;
            btn_prev <= 0;
        end else begin
            pulse_out <= btn_debounced & ~btn_prev;
            btn_prev <= btn_debounced;
        end
    end
endmodule
module UartTransmitter #(
    parameter DATA_BITS = 8,        
    parameter STOP_BITS = 1,        
    parameter TIMEOUT_CYCLES = 10400   
)(
    input wire clk,                 
    input wire rst_n,               
	 input wire ENABLE_PARITY,
	 input wire PARITY_TYPE,
    input wire baud_tick,           
    input wire write,               
	 input wire read,
    input wire [DATA_BITS-1:0] in,  
    output reg busy,                
    output reg done,                
    output reg out,                 
	 output reg data_loaded,
    output reg tx_error             
);
localparam STATE_IDLE      = 3'b000;
localparam STATE_START_BIT = 3'b001;
localparam STATE_DATA      = 3'b010;
localparam STATE_PARITY    = 3'b011;
localparam STATE_STOP      = 3'b100;
reg [2:0] state;
reg [DATA_BITS-1:0] in_data;
reg [3:0] bit_index;   
reg [1:0] stop_bit_count;
reg parity_bit_to_send;
reg [$clog2(TIMEOUT_CYCLES+1)-1:0] timeout_counter;
reg [DATA_BITS-1:0] fifo [0:15];
reg [4:0] fifo_count;
reg [3:0] fifo_wr_ptr, fifo_rd_ptr;
reg fifo_read;  
wire fifo_empty = (fifo_count == 0);
wire fifo_full  = (fifo_count == 16);
wire parity_even = ^in_data;
wire parity_to_send = (PARITY_TYPE == 1) ? ~parity_even : parity_even;
always @(posedge clk or negedge rst_n) begin
    if (!rst_n) begin
        fifo_wr_ptr <= 0;
        fifo_rd_ptr <= 0;
        fifo_count  <= 0;
		  data_loaded <= 0;
    end else begin
	 data_loaded <= 0;
        case ({!write && !fifo_full , fifo_read})
            2'b01: begin  
                fifo_rd_ptr <= (fifo_rd_ptr + 1) & 4'hF;
                fifo_count <= fifo_count - 1;
            end
            2'b10: begin  
                fifo[fifo_wr_ptr] <= in;
                fifo_wr_ptr <= (fifo_wr_ptr + 1) & 4'hF;
                fifo_count <= fifo_count + 1;
					 data_loaded <= 1;
            end
            2'b11: begin  
                fifo[fifo_wr_ptr] <= in;
                fifo_wr_ptr <= (fifo_wr_ptr + 1) & 4'hF;
                fifo_rd_ptr <= (fifo_rd_ptr + 1) & 4'hF;
					 data_loaded <= 1;
            end
        endcase
    end
end
always @(posedge clk or negedge rst_n) begin
    if (!rst_n) begin
        state <= STATE_IDLE;
        busy <= 0;
        done <= 0;
        out  <= 1;
        tx_error <= 0;
        stop_bit_count <= 0;
        bit_index <= 0;
        timeout_counter <= 0;
        in_data <= 0;
        parity_bit_to_send <= 0;
        fifo_read <= 0;
    end else begin
        fifo_read <= 0;
        done <= 0;
        if (state != STATE_IDLE) begin  
            if (baud_tick) begin
                timeout_counter <= 0;  
            end else if (timeout_counter < TIMEOUT_CYCLES) begin
                timeout_counter <= timeout_counter + 1;
            end else begin
                tx_error <= 1;
                state <= STATE_IDLE;
                busy <= 0;
                out <= 1;
                timeout_counter <= 0;
            end
        end else begin
            timeout_counter <= 0;
            tx_error <= 0;
        end
        if (baud_tick) begin
            case (state)
                STATE_IDLE: begin
                    if (!fifo_empty && !read) begin
                        in_data <= fifo[fifo_rd_ptr];
                        bit_index <= 0;
                        if (ENABLE_PARITY)
                            parity_bit_to_send <= (PARITY_TYPE == 1) ? 
                                                 ~(^fifo[fifo_rd_ptr]) : 
                                                 (^fifo[fifo_rd_ptr]);
                        fifo_read <= 1;
                        busy <= 1;
                        state <= STATE_START_BIT;
                        out <= 0;  
                    end else begin
                        out <= 1;  
                        busy <= 0;
                    end
                end
                STATE_START_BIT: begin
                    out <= 0;  
                    state <= STATE_DATA;
                end
                STATE_DATA: begin
                    out <= in_data[bit_index];
                    if (bit_index < DATA_BITS - 1) begin
                        bit_index <= bit_index + 1;
                    end else begin
                        if (ENABLE_PARITY) begin
                            state <= STATE_PARITY;
                        end else begin
                            state <= STATE_STOP;
                            stop_bit_count <= 0;
                        end
                    end
                end
                STATE_PARITY: begin
                    out <= parity_bit_to_send;
                    state <= STATE_STOP;
                    stop_bit_count <= 0;
                end
                STATE_STOP: begin
                    out <= 1;  
                    if (stop_bit_count < STOP_BITS - 1) begin
                        stop_bit_count <= stop_bit_count + 1;
                    end else begin
                        state <= STATE_IDLE;
                        busy <= 0;
                        done <= 1;
                        stop_bit_count <= 0;
                    end
                end
                default: begin
                    state <= STATE_IDLE;
                    out <= 1;
                    busy <= 0;
                end
            endcase
        end
    end
end
endmodule
module UartTransmitterTopModule #(
    parameter CLOCK_FREQ = 50000000,
    parameter BAUD_RATE = 9600,
    parameter DATA_BITS = 8,
    parameter STOP_BITS = 1,
    parameter TIMEOUT_CYCLES = 10400
)(
    input wire clk,
    input wire rst_n,
    input wire [DATA_BITS-1:0] tx_data,
    input wire enable_parity,
    input wire parity_type,   
    input wire key_read,      
    input wire key_write,     
    output wire tx,
    output wire busy,
    output wire done,
    output wire data_loaded,
    output wire tx_error
);
    wire baud_tick;
    wire tx_write_pulse;
    wire tx_read_pulse;
    BaudRateGenerator #(
        .CLOCK_FREQ(CLOCK_FREQ),
        .BAUD_RATE(BAUD_RATE)
    ) baud_gen (
        .clk(clk),
        .rst(rst_n),      
        .baud_tick(baud_tick)
    );
    DebouncePulse debounce_write (
        .clk(clk),
        .rst_n(rst_n),
        .btn_raw(key_write),
        .pulse_out(tx_write_pulse)
    );
    DebouncePulse debounce_read (
        .clk(clk),
        .rst_n(rst_n),
        .btn_raw(key_read),
        .pulse_out(tx_read_pulse)
    );
    UartTransmitter #(
        .DATA_BITS(DATA_BITS),
        .STOP_BITS(STOP_BITS),
        .TIMEOUT_CYCLES(TIMEOUT_CYCLES)
    ) uart_tx (
        .clk(clk),
        .rst_n(rst_n),
        .ENABLE_PARITY(enable_parity),
        .PARITY_TYPE(parity_type),
        .baud_tick(baud_tick),
        .write(tx_write_pulse),
        .read(tx_read_pulse),
        .in(tx_data),
        .busy(busy),
        .done(done),
        .out(tx),
        .data_loaded(data_loaded),
        .tx_error(tx_error)
    );
endmodule
$ cat design/flow/run.sh
#!/bin/bash
# OpenROAD 26Q1-2900-gdf79404cd8, Yosys 0.63+post, stock flow scripts
make -C /OpenROAD-flow-scripts/flow DESIGN_CONFIG=/design/flow/config.mk WORK_HOME=/design/flow/orfs finish
$ cat design/flow/config.mk
export PLATFORM = sky130hd
export DESIGN_NAME = UartTransmitterTopModule
export DESIGN_NICKNAME = UartTransmitterTopModule
export VERILOG_FILES = /design/flow/design.v
export SDC_FILE = /design/flow/constraint.sdc
export NUM_CORES = 4
export LEC_CHECK = 1
export CORE_UTILIZATION = 30
$ cat design/flow/constraint.sdc
current_design UartTransmitterTopModule

set clk_period 3.3
set clk_io_pct 0.2

create_clock -name clk0 -period $clk_period [get_ports {clk}]

set non_clock_inputs [all_inputs -no_clocks]
set_input_delay [expr $clk_period * $clk_io_pct] -clock clk0 $non_clock_inputs
set_output_delay [expr $clk_period * $clk_io_pct] -clock clk0 [all_outputs]
==> flow_metrics.tcl <==
# collected from the flow reports
set metrics [dict create \
    peakVddDrop_mv 0.3699 \
    crit_arrival_ps 3400 \
    critPathBufInv 2 \
    total_leakage_power_nw 4.381 \
    rows 66 \
    synth_area_per_cell_um2 12.75 \
    grt_max_degree 53 \
    ys_area_um2 9920 \
    path_class "register to register" \
    synthFlopType "edfxtp_1" \
    ys_warn_count 4 \
    final_common_cell "edfxtp_1" \
    via_per_inst 4.749 \
    htreeDepth 1 \
    holdCritPathClass "input port to asynchronous set/reset pin" \
    openroad.warnings 37 \
    fin_cells 1269 \
    power_density_nw_per_um2 513.6 \
    p_sw_share_pct 20.25 \
    drt-total-wl_um 20300 \
    route.detailed.drc 0 \
    combPwrFrac_pct 1.5 \
    hpwl_um 13120 \
    seq_area_frac_synth_pct 64.75 \
    synth.cell_area_um2 9920 \
    numCtsBuffers 25 \
    clock_latency_ps 520 \
    critical_path.startpoint_type "register" \
    pin_count 19 \
    dp_slack_ps 363.6 \
    drtIter0Drc 388 \
    crit_path_start "uart_tx.fifo_rd_ptr[0]" \
    antenna_left 0 \
    post_cts_buffers 0 \
    setup_ws_ps 303.0 \
    track_usage_pct 13.22 \
    die_x_um 183.8 \
    setup_viol 0 \
    fin_crit_ps 2997 \
    first_global_vias 6193 \
    n_antenna_cell 0 \
    dp.cells 1223 \
    yosysUniqueCellTypes 67 \
    io_buffers 18 \
    wl_per_cell_um 15.99 \
    tns_ps 0 \
    antenna_found_initial 0 \
    edf_count 128 \
    chipArea_um2 33800 \
    clockBufferDepth 3 \
    syn2layout_area_growth_pct 15.44 \
    yosys-stat-cells 778 \
    status "finished, final reports clean" \
    hold_buffers 0 \
    grt_overflow 0 \
    cp_data_required_time_ps 3710 \
    design_area_um2 11450 \
    max_freq_ghz 0.3337 \
    max_slew_margin_pct 54.57 \
    core_um2 32540 \
    numSynthFlops 231 \
    grt_pass1_wl_um 33660 \
    power.share.sequential_pct 52.2 \
    intPower_mw 4.690 \
    fillCellCount 3119 \
    power_mw 5.881 \
    cts-root-buf "clkbuf_16" \
    cp_cell_sequence "inv_1, ha_1, buf_4, a22oi_1, nand3_1, a41oi_1, nor3_1, o22ai_2, xor2_1, xnor3_1, mux2_2" \
    async_reset_ff_share_pct 44.59 \
    vias 6027 \
    finalMaxSlewViolations 0 \
    cts-resized-gates 0 \
    r2r-start "uart_tx.fifo_rd_ptr[0]" \
    critPathTopFamily "simple AND/OR/NAND/NOR gates" \
    tritoncts "built" \
    fin_crit_sh_pct 90.82 \
    critPathMaxStageDelay_ps 430 \
    clk_pin_slew_worst_paths_ps 60 \
    die-height_um 183.8 \
    fp-utilization_pct 30.49 \
    cts_sinks 231 \
    most-common-layout-cells "edfxtp_1, dfrtp_1, nor2_1" \
    rsz0062_at_grt "false" \
    switching_power_mw 1.191 \
    end_kind "register" \
    drive_above_1_share_pct 9.190 \
    crit_fanout 23 \
    r2r_slack_ps 300 \
    hold_violations 0 \
    fin_worst_skew_ps 17.02 \
    routabilityCongestion 0.8568 \
    netlist_instances 778 \
    slowest_stage "dfrtp_1" \
    first_pass_iters 6 \
    worst_pin_slew_ps 679.3 \
    place_area_um2 10640 \
    p_clk_share_pct 46.3 \
    drv_cap 0 \
]
[area by class of cell]
cell class | count | area [µm²] | share of cell area [%]
Clock buffer | 32 | 671.9 | 5.868
Clock inverter | 14 | 137.6 | 1.202
Inverter | 26 | 97.59 | 0.8523
Multi-Input combinational cell | 490 | 3233 | 28.23
Sequential cell | 231 | 6422 | 56.09
Tap cell | 442 | 553.0 | 4.830
Timing Repair Buffer | 34 | 335.3 | 2.928
[cell families after synthesis]
family	after synthesis	synth area share, %
flip-flops	231	64.75
adder cells (fa/ha/maj)	22	2.851
multiplexers	17	2.359
XOR/XNOR	65	5.878
buffers and inverters	57	2.724
AND/OR/NAND/NOR	256	12.05
AND-OR/OR-AND	130	9.397
[state kept, by name (all words and copies together) (netlist names), 5 cells and up]
name	cells
uart_tx.fifo_count	5
baud_gen.counter	13
debounce_read.counter	16
uart_tx.timeout_counter	14
uart_tx.in_data	8
debounce_write.counter	16
uart_tx.fifo	128
[per-stage QoR]
step                hold slack (ps)  utilization, %
floorplan                     364.4               -
global placement              383.8           32.71
detailed placement            384.6           32.71
CTS                           370.4           35.19
global route                  423.6           35.19
finish                        352.2           35.19
[final timing paths]
path / end / cells past startpoint
setup / recovery: uart_tx.parity_bit_to_send / 11
hold / removal: uart_tx.timeout_counter[9] / 2
setup reg to reg: uart_tx.parity_bit_to_send / 11
hold reg to reg: debounce_write.pulse_out / 1
max in group asynchronous: uart_tx.state[1] / 3
min in group clk0: debounce_write.pulse_out / 1
[cells in the mapped netlist (4+ instances only)]
cell type,instances,area share [%]
dfrtp_1,102,26
a31oi_1,5,0.32
a21oi_1,18,0.91
buf_4,6,0.45
nor2_1,78,3.0
nor4_1,4,0.25
nand3_1,37,1.9
nor3_1,16,0.81
and3_1,13,0.82
mux2_2,7,0.79
ha_1,21,2.6
nand2b_1,6,0.38
nand2_1,66,2.5
a22o_1,9,0.79
and2_1,14,0.88
mux2i_1,5,0.50
nor2b_1,6,0.38
a41oi_1,5,0.44
a221oi_1,13,1.1
xnor2_1,25,2.2
o22ai_1,5,0.32
or3_1,4,0.25
inv_1,25,0.95
xor2_1,39,3.4
mux4_2,4,0.91
a222oi_1,4,0.40
o21ai_0,28,1.4
a22oi_1,17,1.3
buf_2,9,0.45
clkbuf_1,13,0.49
edfxtp_1,128,39
[metal layers]
metal | vias up | track usage, % | part of all wire [%]
li1 | 2884 | - | -
met1 | 2912 | 19.14 | 45
met2 | 206 | 19.33 | 44
met3 | 25 | 6.220 | 9.8
met4 | 0 | 1.667 | 1.4
met5 | - | 0 | 0
[power groups by stage]
stage / clock, mW / sequential [mW] / combinational, mW
CTS: 2.80 / 3.07 / 0.0950
global route: 2.91 / 3.07 / 0.106
finish: 2.72 / 3.07 / 0.0910
