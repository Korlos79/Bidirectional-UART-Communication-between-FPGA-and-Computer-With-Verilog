File: flow/design.v
module BaudRateGenerator #(
    parameter CLOCK_FREQ = 50000000,     
    parameter BAUD_RATE  = 9600          
)(
    input wire clk,
    input wire rst,
    output reg baud_tick
);
    localparam integer BAUD_DIVISOR = CLOCK_FREQ / BAUD_RATE;
    reg [$clog2(BAUD_DIVISOR)-1:0] counter;
    always @(posedge clk or negedge rst) begin
        if (!rst) begin
            counter <= 0;
            baud_tick <= 0;
        end else begin
            if (counter == BAUD_DIVISOR - 1) begin
                counter <= 0;
                baud_tick <= 1;
            end else begin
                counter <= counter + 1;
                baud_tick <= 0;
            end
        end
    end
endmodule
module UartReceiver #(
    parameter DATA_BITS = 8,
    parameter FIFO_DEPTH = 16,
    parameter STOP_BITS = 1
)(
    input wire clk,
    input wire rst,
    input wire rx,
    input wire parity_enable,
    input wire parity_type,
    input wire baud_tick,
    input wire fifo_read,
    output reg [DATA_BITS-1:0] rx_data,
    output reg rx_data_ready,
    output reg parity_error,
    output reg framing_error,
    output reg [7:0] parity_error_count,
    output reg [7:0] framing_error_count,
    output reg fifo_empty,
    output reg fifo_full,
    output reg rx_overflow_error
);
parameter IDLE           = 3'b000;
parameter START_BIT      = 3'b001;
parameter DATA_BITS_STATE = 3'b010;
parameter PARITY_BIT     = 3'b011;
parameter STOP_BIT       = 3'b100;
reg [2:0] state;
reg [3:0] bit_index;
reg [DATA_BITS:0] shift_reg;  
reg [1:0] stop_bit_count;
reg calculated_parity;
reg data_valid;
reg [DATA_BITS-1:0] fifo [0:FIFO_DEPTH-1];
reg [$clog2(FIFO_DEPTH)-1:0] fifo_wr_ptr, fifo_rd_ptr;
reg [$clog2(FIFO_DEPTH):0] fifo_count;
wire [DATA_BITS-1:0] received_byte = shift_reg[DATA_BITS-1:0];
always @(posedge clk or posedge rst) begin
    if (rst) begin
        state <= IDLE;
        bit_index <= 0;
        shift_reg <= 0;
        parity_error <= 0;
        framing_error <= 0;
        parity_error_count <= 0;
        framing_error_count <= 0;
        stop_bit_count <= 0;
        data_valid <= 0;
        calculated_parity <= 0;
    end else if (baud_tick) begin
        data_valid <= 0;
        parity_error <= 0;
        framing_error <= 0;
        case (state)
            IDLE: begin
                if (rx == 1'b0) begin
                    state <= START_BIT;
                end
            end
            START_BIT: begin
                if (rx == 1'b0) begin
                    bit_index <= DATA_BITS - 1;
                    shift_reg <= 0;
                    state <= DATA_BITS_STATE;
                end else begin
                    state <= IDLE;
                end
            end
            DATA_BITS_STATE: begin
                shift_reg[bit_index] <= rx;
                if (bit_index > 0) begin
                    bit_index <= bit_index - 1;
                end else begin
                    calculated_parity <= ^shift_reg[DATA_BITS-1:0];
                    state <= parity_enable ? PARITY_BIT : STOP_BIT;
                end
            end
            PARITY_BIT: begin
                shift_reg[DATA_BITS] <= rx;
                if ((parity_type == 1'b0 && calculated_parity != rx) ||
                    (parity_type == 1'b1 && calculated_parity == rx)) begin
                    parity_error <= 1;
                    if (parity_error_count < 8'hFF)
                        parity_error_count <= parity_error_count + 1;
                end
                stop_bit_count <= 0;
                state <= STOP_BIT;
            end
            STOP_BIT: begin
                if (rx != 1'b1) begin
                    framing_error <= 1;
                    if (framing_error_count < 8'hFF)
                        framing_error_count <= framing_error_count + 1;
                    state <= IDLE;
                end else begin
                    if (stop_bit_count < STOP_BITS - 1) begin
                        stop_bit_count <= stop_bit_count + 1;
                    end else begin
                        if (!parity_error) begin
                            data_valid <= 1;
                        end
                        state <= IDLE;
                    end
                end
            end
            default: state <= IDLE;
        endcase
    end
end
always @(posedge clk or posedge rst) begin
    if (rst) begin
        fifo_rd_ptr <= 0;
        fifo_wr_ptr <= 0;
        fifo_count <= 0;
        fifo_empty <= 1;
        fifo_full <= 0;
        rx_data_ready <= 0;
        rx_data <= 0;
        rx_overflow_error <= 0;
    end else begin
        rx_data_ready <= 0;
        rx_overflow_error <= 0;
        if (data_valid) begin
            if (!fifo_full) begin
                fifo[fifo_wr_ptr] <= received_byte;
                fifo_wr_ptr <= (fifo_wr_ptr + 1) % FIFO_DEPTH;
                fifo_count <= fifo_count + 1;
                fifo_empty <= 0;
                if (fifo_count == FIFO_DEPTH - 1)
                    fifo_full <= 1;
            end else begin
                rx_overflow_error <= 1;  
            end
        end
        if (fifo_read && !fifo_empty) begin
            rx_data <= fifo[fifo_rd_ptr];
            rx_data_ready <= 1;
            fifo_rd_ptr <= (fifo_rd_ptr + 1) % FIFO_DEPTH;
            fifo_count <= fifo_count - 1;
            fifo_full <= 0;
            if (fifo_count == 1)
                fifo_empty <= 1;
        end
    end
end
endmodule
module UartReceiverTopModule #(
    parameter CLOCK_FREQ = 50000000,
    parameter BAUD_RATE = 9600,
    parameter DATA_BITS = 8,
    parameter FIFO_DEPTH = 16,
    parameter STOP_BITS = 1
)(
    input wire clk,
    input wire rst,
    input wire rx,
    input wire parity_enable,
    input wire parity_type,
    input wire fifo_read,
    output wire [DATA_BITS-1:0] rx_data,
    output wire rx_data_ready,
    output wire parity_error,
    output wire framing_error,
    output wire [7:0] parity_error_count,
    output wire [7:0] framing_error_count,
    output wire fifo_empty,
    output wire fifo_full,
    output wire rx_overflow_error
);
wire baud_tick;
BaudRateGenerator #(
    .CLOCK_FREQ(CLOCK_FREQ),
    .BAUD_RATE(BAUD_RATE)
) baudgen (
    .clk(clk),
    .rst(rst),
    .baud_tick(baud_tick)
);
UartReceiver #(
    .DATA_BITS(DATA_BITS),
    .FIFO_DEPTH(FIFO_DEPTH),
    .STOP_BITS(STOP_BITS)
) receiver (
    .clk(clk),
    .rst(rst),
    .rx(rx),
    .parity_enable(parity_enable),
    .parity_type(parity_type),
    .baud_tick(baud_tick),
    .fifo_read(fifo_read),
    .rx_data(rx_data),
    .rx_data_ready(rx_data_ready),
    .parity_error(parity_error),
    .framing_error(framing_error),
    .parity_error_count(parity_error_count),
    .framing_error_count(framing_error_count),
    .fifo_empty(fifo_empty),
    .fifo_full(fifo_full),
    .rx_overflow_error(rx_overflow_error)
);
endmodule
File: flow/run.sh
#!/bin/bash
# OpenROAD 26Q1-2900-gdf79404cd8, Yosys 0.63+post, stock flow scripts
make -C /OpenROAD-flow-scripts/flow DESIGN_CONFIG=/design/flow/config.mk WORK_HOME=/design/flow/orfs finish
File: flow/config.mk
export PLATFORM = sky130hd
export DESIGN_NAME = UartReceiverTopModule
export DESIGN_NICKNAME = UartReceiverTopModule
export VERILOG_FILES = /design/flow/design.v
export SDC_FILE = /design/flow/constraint.sdc
export NUM_CORES = 4
export LEC_CHECK = 1
export CORE_UTILIZATION = 40
File: flow/constraint.sdc
current_design UartReceiverTopModule

set clk_period 4.5
set clk_io_pct 0.2

create_clock -name clk0 -period $clk_period [get_ports {clk}]

set non_clock_inputs [all_inputs -no_clocks]
set_input_delay [expr $clk_period * $clk_io_pct] -clock clk0 $non_clock_inputs
set_output_delay [expr $clk_period * $clk_io_pct] -clock clk0 [all_outputs]
==> results.json <==
{
  "synthAoiAreaFrac_pct": 12.04,
  "grt_max_degree": 49,
  "avgSynthCellArea_sq_um": 13.17,
  "hold_violations": 0,
  "dp_cells": 952,
  "yosysWarnings": 3,
  "clock_tree.buffer_depth": 3,
  "r2r_slack_ps": 1970,
  "clock.latency.late_pin_ps": 490,
  "antenna_cells": 0,
  "hold_buffers": 0,
  "simple_gate_area_share_pct": 10.56,
  "cts_resized": 0,
  "hold_slack_ps": 480.8,
  "worstPathMaxFanout": 16,
  "utilization_pct": 47.24,
  "regMostFlops": "receiver.fifo",
  "ff2ff_path_depth": 6,
  "core_sq_um": 21150,
  "boundaryPins": 36,
  "cts_buffers": 21,
  "io_buffers": 35,
  "die_w_um": 149.5,
  "period_needed_ps": 2845,
  "hold_depth": 1,
  "warnings": 36,
  "numSynthFlops": 204,
  "post_cts_buffers": 0,
  "skew_ps": 6.550,
  "power-per-cell-area_nw_per_um2": 466.5,
  "worstReg2RegStart": "receiver.fifo_rd_ptr[0]$_DFFE_PP0P_",
  "hold_path_class": "flop to flop",
  "drive_above_1_share_pct": 8.964,
  "async_flop_share_pct": 37.25,
  "ir_drop_mv": 0.2528,
  "die-height_um": 149.5,
  "status": "finished clean",
  "row_count": 53,
  "syn-cell-area_sq_um": 8706,
  "syn_inst": 661,
  "reg_top3": "receiver.fifo: 128 flops, baudgen.counter: 13 flops",
  "ys.flop_type": "edfxtp_1",
  "grt-ovfl-total": 0,
  "period_used_pct": 63.23,
  "dp_hpwl_mm": 13.27,
  "top_logic_kind": "AND-OR/OR-AND gates",
  "hold_path_end": "baudgen.counter[12]$_DFF_PN0_",
  "fmax_mhz": 351.5,
  "drt_wl_total_mm": 20.34,
  "r2r_end": "receiver.rx_data[6]$_DFFE_PP0P_",
  "avgRoutedWirePerCell_um": 20.57,
  "cp.required_ps": 4620,
  "die-area_sq_um": 22360,
  "ctsHtreeMaxLevel": 1,
  "yosys_area_sq_um": 8706,
  "power_mw": 4.662,
  "clkSinkCount": 204,
  "antenna_found_initial": 0,
  "ys_cells": 661,
  "layout_setup_ws_ps": 1655,
  "clkSlewWorstSetupHoldPaths_ps": 60,
  "rsz0062_at_grt": "false",
  "ant_nets": 0,
  "first_global_vias": 5609,
  "ys_types": 64,
  "largest_reg_flops": 128,
  "tightest_slew_ps": 895.8,
  "clockRootBuffer": "clkbuf_16",
  "drc": 0,
  "drt_iter0_markers": 333,
  "leakagePower_nw": 3.964,
  "xor_share_pct": 4.297,
  "ys_seq_share_pct": 66.02,
  "gp_congestion": 0.9271,
  "path_class": "input pin to flop",
  "fin_area_sq_um": 9993,
  "fp_util_pct": 41.15,
  "endpoint_kind": "flop",
  "viasPerCell": 5.602,
  "max_cap_viol_count": 0,
  "place_area_sq_um": 9340,
  "maxSlewHeadroom_pct": 40.15,
  "setup_tns_ps": 0,
  "slew_violations": 0,
  "crit_path_start_kind": "input pin",
  "first_pass_iters": 5,
  "vias": 5540,
  "grt_pass1_wl_mm": 31.91,
  "setup_viol": 0,
  "cts_tree": "done",
  "finalNonFillerCells": 989,
  "edf_count": 128,
  "synth-adder-area-share_pct": 2.731,
  "worstPathArrival_ps": 2960,
  "syn2layout_area_growth_pct": 14.79,
  "grt_util_all_layers_pct": 20.47,
  "post-place-ws_ps": 1158,
  "mux_area_share_pct": 1.495,
  "hold_start": "baudgen.counter[12]$_DFF_PN0_"
}
-- cell usage in the layout, fill, tap and decap left out, types with 7 or more instances in the layout --
cell | synthesis | routed
or3_1 | 7 | 7
nor2b_1 | 9 | 9
xnor2_1 | 29 | 29
inv_1 | 19 | 18
o21ai_0 | 39 | 39
nand2_1 | 55 | 55
a222oi_1 | 10 | 10
a31oi_1 | 7 | 7
edfxtp_1 | 128 | 128
clkdlybuf4s50_1 | 0 | 35
xor2_1 | 11 | 11
a22oi_1 | 16 | 16
clkinv_1 | 1 | 8
buf_4 | 5 | 15
clkbuf_16 | 0 | 21
nor3_1 | 11 | 11
a21oi_1 | 21 | 21
dfrtp_1 | 74 | 74
and3_1 | 10 | 10
nand3_1 | 17 | 17
nand2b_1 | 10 | 10
o211ai_1 | 11 | 11
nor2_1 | 37 | 37
ha_1 | 19 | 19
-- power by group --
group	switching, mW	internal (mW)
registers	0.0721	2.06
clock network	0.681	0.963
logic	0.575	0.306
total	1.33	3.33
-- worst max-delay path by stage --
stage,slack [ps],depth (start not counted),start,end
CTS,1650,4,rst,receiver.fifo[11][6]$_DFFE_PP_
global route,1470,4,rst,receiver.fifo[7][0]$_DFFE_PP_
finish,1650,4,rst,receiver.fifo[11][6]$_DFFE_PP_
-- cell usage after synthesis, drive strengths merged (6+ instances only) --
cell type  number  area [sq um]
nor2b           9         56.30
ha             19         237.7
o211ai         11         82.58
xor2           11         96.34
nand4           6         37.54
dfrtp          74          1852
a221oi          6         52.55
xnor2          29         254.0
nor2           37         138.9
inv            19         71.32
a22oi          16         120.1
a222oi         10         100.1
buf            21         123.9
nand3          18         95.09
or3             7         43.79
mux2            6         67.56
a31oi           8         56.30
nand2          55         206.5
a22o            6         52.55
a21oi          21         105.1
nor3           13         81.33
clkbuf         13         48.80
nand2b         10         62.56
edfxtp        128          3844
and3           10         62.56
o21ai          39         195.2
-- cell families (layout without fill, tap and decap cells) --
group / after synthesis / count (layout)
AOI/OAI and AO/OA: 150 / 150
xor gates and xnor gates: 41 / 41
adders and majority gates: 19 / 19
buffers and inverters: 54 / 107
DFF: 204 / 204
muxes: 11 / 11
and+or+nand+nor: 182 / 182
-- per-layer routing --
metal  wire length [um]  up-vias  track usage, %
met5                  0        -          0.2273
met4                499        0           4.439
met3               2104       39           9.224
met2               9619      253           30.39
met1               8120     2696           29.31
li1                   -     2552               -
-- worst max-delay path, stage by stage --
cell	delay, ps
clkdlybuf4s50_1	790
nor2_1	430
nand2_1	250
nor2_1	580
-- final cells by class --
class / instances / area [sq um]
clock buffers: 21 / 525.5
clock inverters: 16 / 127.6
fillers: 1780 / 11160
inverters: 20 / 75.07
multi-input cells: 403 / 2710
flip-flops and latches: 204 / 5748
well taps: 275 / 344.1
repair buffers: 50 / 462.9
No activity file was given, so power comes from the tool's default toggle rates.
